`flow/config.mk`:
```
export PLATFORM = sky130hd
export DESIGN_NAME = data_memory
export DESIGN_NICKNAME = data_memory
export VERILOG_FILES = /design/flow/design.v
export SDC_FILE = /design/flow/constraint.sdc
export NUM_CORES = 4
export LEC_CHECK = 1
export CORE_UTILIZATION = 30
```
`flow/constraint.sdc`:
```
current_design data_memory

set clk_period 8.0
set clk_io_pct 0.2

create_clock -name clk0 -period $clk_period [get_ports {clk}]

set non_clock_inputs [all_inputs -no_clocks]
set_input_delay [expr $clk_period * $clk_io_pct] -clock clk0 $non_clock_inputs
set_output_delay [expr $clk_period * $clk_io_pct] -clock clk0 [all_outputs]
```
`flow/design.v`:
```
module data_memory (addr, write_data, read_data, clk, reset, mem_read, mem_write);
input [7:0] addr;
input [31:0] write_data;
output [31:0] read_data;
input clk, reset, mem_read, mem_write;
reg [31:0] dmemory [63:0];
integer k;
wire [5:0] shifted_addr;
assign shifted_addr = addr[7:2];
assign read_data = (mem_read) ? dmemory[addr] : 32'bx;
always @(posedge clk or posedge reset)
begin
	if (reset == 1'b1)
	begin
		for (k = 0; k < 64; k = k + 1)
		begin
			dmemory[k] = 32'b0;
		end
	end
	else
		if (mem_write) 
		dmemory[addr] = write_data;
end 
endmodule 
```
`flow/run.sh`:
```
#!/bin/bash
# OpenROAD 26Q1-2900-gdf79404cd8, Yosys 0.63+post, stock flow scripts
make -C /OpenROAD-flow-scripts/flow DESIGN_CONFIG=/design/flow/config.mk WORK_HOME=/design/flow/orfs finish
```
==> reports/summary.log <==
qor: outcome.status complete, no violations
qor: timing.timing.final.setup_violations 0
qor: clock_tree.cts_buffers 211
qor: synth.yosys.cell_types.count 71
qor: worst_setup_path.crit_type in -> out
qor: final_layout.lay_top_cells sky130_fd_sc_hd__mux2_2 (2067), sky130_fd_sc_hd__dfrtp_1 (2048), sky130_fd_sc_hd__a22oi_1 (612)
qor: synth.post_synth_fa_ha_maj_area_fraction 0.0111%
qor: worst_setup_path.crit_required 6.40 ns
qor: placed_design.port-buffer-count 72
qor: die.rows 200
qor: grt.global_route.usage.total 26.7%
qor: power.worst_ir_drop_vdd 0.193 mV
qor: timing.tns 0 ns
qor: power.total_switching_power 6.21 mW
qor: die.die_height 550 um
qor: die.core_area 298000 sq um
qor: worst_setup_path.cell_type_with_the_highest_occurrence_count_on_the_critical_path sky130_fd_sc_hd__buf_4
qor: die.floorplanUtilization 30.2%
qor: placed_design.gp_congestion 0.975
qor: die.chipArea 302000 sq um
qor: synth.edf_count 0
qor: final_layout.largest_reg_flops 2048
qor: routing.via_count 62.8k
qor: routing.route.antenna.remaining_nets 0
qor: worst_setup_path.path_max_fanout 31
qor: timing.hold_viol 0
qor: synth.yosys.stat.chipArea 90000 sq um
qor: timing.timing.slew.headroom 8.53%
qor: synth.synth_async_sr_flop_share 100%
qor: synth.post_synth_mux_area_share 27.2%
qor: clock_tree.clkTransAtPathRegs 0.06 ns
qor: final_layout.drive_above_1_share 44.6%
qor: clock_tree.post_cts_resize_count 0
qor: clock_tree.post_cts_repair_setup_buffers 0
qor: worst_setup_path.cell_by_cell_trace_of_the_critical_path buf_4, buf_4, nor4b_2, buf_4, and3_1, a2111oi_0, nand3_1, nor4_1, a31oi_1, clkdlybuf4s50_1
qor: worst_setup_path.worstSetupEndpointType primary output
qor: routing.avgRoutedWirePerCell 36.4 um
qor: power.power.leakage 47.9 nW
qor: placed_design.dp_hpwl 233000 um
qor: clock_tree.tritoncts yes
qor: worst_setup_path.cp.arrival 5.86 ns
qor: synth.synth-compound-area-share 8.69%
qor: synth.synthesis.instances 6506
qor: synth.synth_flop_count 2048
qor: routing.drt_first_pass_iters 7
qor: grt.global_route.overflow_total 0
qor: power.power_frac_seq 49.3%
qor: timing.min_period 7.46 ns
qor: worst_hold_path.min-delay-path-class reg -> reg
qor: worst_setup_path.worst_setup_path_startpoint addr[4]
qor: timing.holdWs 0.487 ns
qor: placed_design.place_area 96800 sq um
qor: clock_tree.root_buffer sky130_fd_sc_hd__clkbuf_16
qor: worst_setup_path.worst-r2r-cell-count 1
qor: grt.largest_net_degree_at_the_start_of_global_routing 134
qor: routing.post_route_drc 0
qor: run.timing.max_cap.violations 0
qor: final_layout.layout_top_cell sky130_fd_sc_hd__mux2_2
qor: grt.grt_antenna_before_repair 22
qor: routing.route.met2.wl 164000 um
qor: routing.routed_wl 388000 um
qor: routing.met3_wirelength 59500 um
qor: synth.post_synthesis_instance_area 90000 sq um
qor: worst_setup_path.setup.worst_path.end read_data[12]
qor: worst_setup_path.regToRegSetupSlack 7.20 ns
qor: grt.first_pass_grt_wire_length 533000 um
qor: synth.yosys_warnings 2
qor: routing.top_layer_used met5
qor: clock_tree.cts.sinks 2048
qor: clock_tree.cts_hold_buf 0
qor: clock_tree.clock_h_tree_levels 4
qor: timing.post_route_clock_period_utilization 93.3%
qor: synth.synth-xor-area-share 0%
qor: final_layout.final_design_area_excluding_fillers 104000 sq um
qor: synth.post_synth_main_logic_family multiplexers
qor: timing.final-max-slew-violation-count 0
qor: synth.yosys.area_share.simple 3.91%
qor: timing.max_freq 134 MHz
qor: clock_tree.worstSkewPairLatency 0.89 ns
qor: synth.synthFlopType sky130_fd_sc_hd__dfrtp_1
qor: final_layout.finalCoreUtilization 35.0%
qor: worst_setup_path.worstSetupStartpointType input pin
qor: power.design_power_total 25.3 mW
qor: synth.yosys_cells 6506
qor: die.die_width 550 um
qor: power.comb_power_share 10.2%
qor: power.power.switching_fraction 24.6%
qor: worst_setup_path.worstReg2RegEnd dmemory[51][9]
qor: routing.post_dr_vias_cell 5.89
qor: routing.wirelength_met1 138000 um
qor: routing.violation_count_after_the_first_detailed_route_iteration 5183
qor: power.power_density 243 nW/um^2
qor: grt.number_of_global_route_vias_before_repair 63.5k
qor: die.ios 76
qor: worst_setup_path.crit_path_top_delay_cell sky130_fd_sc_hd__a2111oi_0
qor: synth.synth.yosys.seq_area_share 57.0%
qor: worst_setup_path.slowest_delay 0.98 ns
qor: worst_setup_path.r2r_start dmemory[51][9]
qor: clock_tree.cts_buffer_depth 3
qor: synth.post_synth.cell_area_avg 13.8 sq um
qor: timing.clock-skew-final 0 ns
qor: final_layout.syn_to_final_growth 15.7%
qor: timing.rsz0062_at_grt no
qor: power.clock_power_share 40.5%
qor: run.openroad.warnings 95
qor: timing.max_slew.worst_pin.slew 1.36 ns
qor: power.power.internal 19.0 mW
[cell usage after synthesis (9+ instances only)]
master / n / area [sq um]
sky130_fd_sc_hd__mux2i_1: 85 / 851
sky130_fd_sc_hd__nor2_1: 71 / 267
sky130_fd_sc_hd__mux2_2: 2067 / 23300
sky130_fd_sc_hd__nor4_1: 28 / 175
sky130_fd_sc_hd__o22ai_1: 12 / 75.1
sky130_fd_sc_hd__or4_1: 26 / 195
sky130_fd_sc_hd__nand4_1: 128 / 801
sky130_fd_sc_hd__o2bb2ai_1: 52 / 455
sky130_fd_sc_hd__a2bb2oi_1: 13 / 114
sky130_fd_sc_hd__dfrtp_1: 2048 / 51200
sky130_fd_sc_hd__nand2_1: 81 / 304
sky130_fd_sc_hd__o32a_1: 22 / 220
sky130_fd_sc_hd__buf_4: 18 / 135
sky130_fd_sc_hd__nand3_1: 50 / 250
sky130_fd_sc_hd__a2111oi_0: 30 / 263
sky130_fd_sc_hd__buf_6: 11 / 124
sky130_fd_sc_hd__a22o_1: 98 / 858
sky130_fd_sc_hd__mux2_1: 27 / 304
sky130_fd_sc_hd__nor4bb_1: 9 / 90.1
sky130_fd_sc_hd__buf_1: 168 / 631
sky130_fd_sc_hd__nor3_1: 43 / 215
sky130_fd_sc_hd__clkbuf_1: 300 / 1130
sky130_fd_sc_hd__a221oi_1: 55 / 482
sky130_fd_sc_hd__a22oi_1: 612 / 4590
sky130_fd_sc_hd__a21oi_1: 37 / 185
sky130_fd_sc_hd__and4_1: 21 / 184
sky130_fd_sc_hd__and3_1: 92 / 576
sky130_fd_sc_hd__buf_2: 175 / 876
[final cells by class]
cell class                 instances  area, sq um
fill                           27809       193000
sequential                      2048        51200
multi-input combinational       3785        36700
clock buffer                     321         6370
tap                             3939         4930
timing repair buffer             463         3910
clock inverter                    64          871
antenna                           44          110
inverter                           1         7.51
[layer usage]
metal	vias up	GRT usage, %
met5	-	1.54
met4	28	15.0
met3	1164	16.4
met2	3852	37.0
met1	33202	31.9
li1	24562	-
[cell families after synthesis]
group / Yosys count
AND/OR/NAND/NOR: 603
flip-flops: 2048
buffers and inverters: 673
multiplexers: 2181
AND-OR/OR-AND: 1000
adder cells (fa/ha/maj): 1
[through the flow]
stage               setup WS [ns]  instances
floorplan                  -22.04       6506
global placement            0.521      10236
detailed placement          0.547      10236
CTS                         0.583      10621
global route                0.502      10630
finish                      0.537      10665
[how the worst min path moves through the flow]
stage | end | startpoint | depth (start not counted) | slack (ns)
4_1_cts | dmemory[51][25] | dmemory[51][25] | 1 | 0.49
5_1_grt | dmemory[51][25] | dmemory[51][25] | 1 | 0.50
6_report | dmemory[51][25] | dmemory[51][25] | 1 | 0.49
[power by group through the flow]
stage	combinational [mW]	clock (mW)	sequential (mW)
after CTS	2.57	10.3	12.4
final	2.57	10.2	12.5
after global routing	2.76	10.7	12.6
[critical path, delay by kind of cell]
family / cells / cell delay [ns]
buffers and inverters: 4 / 1.76
and+or+nand+nor: 4 / 1.12
AOI/OAI and AO/OA: 2 / 1.28
Power is estimated from default activity; no workload was simulated.

--- flow/design.v ---
module instruction_memory(read_addr, instruction, reset);
input reset;
input [6:0] read_addr;
output [31:0] instruction;
reg [31:0] Imemory [63:0];
integer k;
wire [5:0] shifted_read_addr;
assign shifted_read_addr = read_addr[6:2];
assign instruction = Imemory[shifted_read_addr];
always @(posedge reset)
begin
	for (k = 16; k < 32; k = k + 1)
	begin
		Imemory[k] = 32'b0;
	end
Imemory[0] = 32'b00100000000010000000000000100000;  
Imemory[1] = 32'b00100000000010010000000000110111;  
Imemory[2] = 32'b00000001000010011000000000100100;  
Imemory[3] = 32'b00000001000010011000000000100101;  
Imemory[4] = 32'b10101100000100000000000000000100;  
Imemory[5] = 32'b10101100000010000000000000001000;  
Imemory[6] = 32'b00000001000010011000100000100000;  
Imemory[7] = 32'b00000001000010011001000000100010;  
Imemory[8] = 32'b00010010001100100000000000001001;  
Imemory[9] = 32'b10001100000100010000000000000100;  
Imemory[10]= 32'b00110010001100100000000001001000;  
Imemory[11] =32'b00010010001100100000000000001001;  
Imemory[12] =32'b10001100000100110000000000001000;  
Imemory[13] =32'b00010010000100110000000000001010;  
Imemory[14] =32'b00000010010100011010000000101010;  
Imemory[15] =32'b00010010100000000000000000001111;  
Imemory[16] =32'b00000010001000001001000000100000;  
Imemory[17] =32'b00001000000000000000000000001110;  
Imemory[18] =32'b00100000000010000000000000000000;  
Imemory[19] =32'b00100000000010010000000000000000;  
Imemory[20] =32'b00001000000000000000000000011111;  
Imemory[21] =32'b00100000000010000000000000000001;  
Imemory[22] =32'b00100000000010010000000000000001;  
Imemory[23] =32'b00001000000000000000000000011111;  
Imemory[24] =32'b00100000000010000000000000000010;  
Imemory[25] =32'b00100000000010010000000000000010;  
Imemory[26] =32'b00001000000000000000000000011111;  
Imemory[27] =32'b00100000000010000000000000000011;  
Imemory[28] =32'b00100000000010010000000000000011;  
Imemory[29] =32'b00001000000000000000000000011111;  
end 
endmodule 
--- flow/run.sh ---
#!/bin/bash
# OpenROAD 26Q1-2900-gdf79404cd8, Yosys 0.63+post, stock flow scripts
make -C /OpenROAD-flow-scripts/flow DESIGN_CONFIG=/design/flow/config.mk WORK_HOME=/design/flow/orfs finish
--- flow/config.mk ---
export PLATFORM = sky130hd
export DESIGN_NAME = instruction_memory
export DESIGN_NICKNAME = instruction_memory
export VERILOG_FILES = /design/flow/design.v
export SDC_FILE = /design/flow/constraint.sdc
export NUM_CORES = 4
export LEC_CHECK = 1
export CORE_AREA = 10 10 70 70
export DIE_AREA = 0 0 80 80
--- flow/constraint.sdc ---
current_design instruction_memory

set clk_period 3.6
set clk_io_pct 0.2

create_clock -name clk0 -period $clk_period [get_ports {reset}]

set non_clock_inputs [all_inputs -no_clocks]
set_input_delay [expr $clk_period * $clk_io_pct] -clock clk0 $non_clock_inputs
set_output_delay [expr $clk_period * $clk_io_pct] -clock clk0 [all_outputs]
==> results_slide.txt <==
Key Metrics from the Run

Synth
  – Yosys stat area: 728 um2
  – Ys cells: 124
  – Cells after synthesis: 124
  – Mapped cell area: 728 um2
  – Number of distinct library cells after synthesis: 39
  – Syn. warnings: 1026
  – Sequential share of the synthesized area: 0%
  – Avg Inst Size Synth: 5.87 um2

Setup path
  – CP Launch Type: input pin
  – CP required: 2.88 ns
  – Slowest stage cell, crit path: clkdlybuf4s50_1
  – Worst Path Max Fanout: 11
  – Critical-path cell list: clkdlybuf4s50_1, inv_1, nand2_1, o221ai_1, a21o_1, clkdlybuf4s50_1
  – Crit path largest cell delay: 0.59 ns
  – WP data arrival: 2.62 ns
  – Crit path top cell by count: clkdlybuf4s50_1
  – Crit end category: output pin
  – Setup CP Type: in2out

Layout
  – Share of layout cells above drive strength 1: 5.52%
  – Most frequent logic cell in the layout: clkdlybuf4s50_1
  – Top cells excl fill/tap: 29 x clkdlybuf4s50_1, 16 x nand2_1, 16 x nor2_1
  – CLK BUF: 0
  – Post-route insts no fill: 191
  – Area Overhead vs Synth: 43.8%
  – Registers: 0
  – Register Area: 0 um2

Global routing
  – Initial antenna violation count: 0
  – GRT Total Usage: 7.13%
  – Total global routing overflow: 0
  – First-pass GRT wire length: 3930 um
  – Largest net degree at the start of global routing: 29
  – Vias in the first global route: 826

Routing
  – DR vias/cell: 4.74
  – DRC Markers: 0
  – Met2 wire len: 1080 um
  – Initial DRC count: 143
  – WL met1: 1040 um
  – Final ANT Viol Nets: 0
  – Routed length per instance: 12.5 um
  – WL met3: 270 um
  – DR top layer: met3
  – Detailed Routing Iterations Pass 1: 4
  – Antenna cell count: 0
  – Detailed-route via count: 906
  – WL final: 2390 um

Die
  – Die y size: 80 um
  – # rows: 21
  – Core ar.: 0.00342 mm2
  – Fp_density: 21.3%
  – Die Span X: 80 um
  – I/O pins: 40
  – Chip footprint: 0.00640 mm2

Timing
  – Final worst path period share: 92.7%
  – Fmax: 300 MHz
  – Min Clock Period, post-route: 3.34 ns
  – Final Max Slew Viols: 0
  – Sum Neg Setup Slack: 0 ns
  – RSZ-0062 raised after global routing: false
  – Setup violators final: 0
  – Hold Fails Final Rpt: 0

Placed design
  – Post-DP HPWL: 1880 um
  – Placed cells: 191
  – Port-buffer cells: 30
  – RD Place Congestion: 0.910

Min path
  – Worst hold path startpoint: read_addr[3]
  – Hold path depth: 4
  – Worst hold path type: in2out
  – Min-Delay Endpoint: instruction[24]

Power and ir drop
  – Leakage: 0.396 nW
  – VDD IR max: 51.8 uV
  – Total power divided by cell area: 117 mW/mm2
  – Tot Pwr: 122 uW

Clock tree
  – Post-cts resize count: 0
  – # hold bufs at CTS: 0
  – Setup bufs post-CTS: 0

Status
  – Status: finished clean

Job
  – Max-cap violations: 0
  – Tool warnings: 30
==> per-stage QoR <==
| stage | utilization (%) | hold WS, ns | setup WS [ns] | cell area, um2 |
|---|---|---|---|---|
| 3_5_place_dp | 30.6 | 2.59 | 0.159 | 1040 |
| 6_report | 30.7 | 2.29 | 0.263 | 1050 |
| 3_3_place_gp | 30.6 | 2.59 | 0.139 | 1040 |
| 5_1_grt | 30.7 | 2.38 | 0.0480 | 1050 |
| 2_1_floorplan | - | 1.57 | 1.39 | 751 |
| 4_1_cts | 30.6 | 2.60 | 0.153 | 1040 |
==> synth_stat cells, types with 2 or more instances <==
cell      number  area, um2
nand2_1       16       60.1
nor2_1        16       60.1
a21oi_1       12       60.1
buf_4         12       90.1
o21ai_0        7       35.0
buf_2          6       30.0
nor3_1         6       30.0
nor2b_1        5       31.3
o22ai_1        4       25.0
xnor2_1        4       35.0
inv_1          3       11.3
a21boi_0       2       15.0
buf_6          2       22.5
nand2b_1       2       12.5
o221ai_1       2       17.5
o32ai_1        2       17.5
==> layer usage <==
layer  vias up  global-route usage, %
met5         -                      0
met4         0                      0
met3         0                   1.59
met2        41                   11.2
met1       392                   10.3
li1        473                      -
==> how the worst max path moves through the flow <==
stage                 from               to  slack (ns)  depth (start not counted)
CTS           read_addr[3]  instruction[27]        0.15                          7
global route  read_addr[6]  instruction[22]        0.05                          5
finish        read_addr[6]   instruction[2]        0.26                          6
==> power breakdown <==
group	switching (mW)	internal [mW]	leakage [nW]
Combinational	0.0544	0.0680	0.396
Sequential	0	0	0
Clock	0	0	0
Total	0.0544	0.0680	0.396
==> cell families after synthesis <==
group	Yosys count	synth area share [%]
AND/OR/NAND/NOR	52	34.0
AND-OR/OR-AND	41	36.3
buffers and inverters	24	21.6
XOR/XNOR	4	4.81
multiplexers	1	1.37
adder cells (fa/ha/maj)	1	1.37
other	1	0.515
==> layout make-up <==
type	count	area (um2)
fill	394	2370
inverter	3	11.3
multi-input combinational	106	593
tap	46	57.6
timing repair buffer	36	385
==> critical path, delay by kind of cell <==
family | cells | cell delay (ns)
buffers and inverters | 3 | 1.31
AND-OR/OR-AND | 2 | 0.39
AND/OR/NAND/NOR | 1 | 0.20
No activity file was given, so power comes from the tool's default toggle rates.

==> ./design.v <==
module ALU (
input [4:0] read_addr,
input [31:0] a,
input [31:0] b,
input [31:0] c,
input [31:0] d,
input [5:0] ALU_Ctrl,
output reg [31:0] result,
output Zero_fg,
output reg PCSrc,
output reg [31:0] dwrite_data,
output reg [31:0] wd);
always @(*)
begin
	case(ALU_Ctrl)
	6'b000000: begin
				  result = {b[19:0], {12{1'b0}}};
				  PCSrc = 0;
				  end
	6'b000001: begin
				  result = {b[19:0], {12{1'b0}}};
				  PCSrc = 1;
				  end
	6'b000010: begin
				  PCSrc = 1;
				  end
	6'b000011: begin
				  result = 0;
				  PCSrc = 1;
				  end 
	6'b000100: begin
				  if (a == b)
				  PCSrc = 1;
				  else
				  PCSrc = 0;
				  end
	6'b000101: begin
				  if (a != b)
				  PCSrc = 1;
				  else
				  PCSrc = 0;
				  end
	6'b000110: begin
				  if ($signed(a) < $signed(b))
				  PCSrc = 1;
				  else
				  PCSrc = 0;
				  end
	6'b000111: begin
				  if ($signed(a) >= $signed(b))
				  PCSrc = 1;
				  else
				  PCSrc = 0;
				  end
	6'b001000: begin
				  if (a < b)
				  PCSrc = 1;
				  else
				  PCSrc = 0;
				  end
	6'b001001: begin
				  if (a >= b)
				  PCSrc = 1;
				  else
				  PCSrc = 0;
				  end
	6'b001010: begin
				  wd = {{24{1'b0}}, d[7:0]};
				  result = b + {{27{1'b0}}, read_addr};
				  PCSrc = 0;
				  end
	6'b001011: begin
				  wd = {{16{1'b0}}, d[15:0]};
				  result = b + {{27{1'b0}}, read_addr};
				  PCSrc = 0;
				  end
	6'b001100: begin
				  wd = d;
				  result = b + {{27{1'b0}}, read_addr};
				  PCSrc = 0;
				  end
	6'b001101: begin
				  wd = {{24{1'b0}}, d[7:0]};
				  result = b + {{27{1'b0}}, read_addr};
				  PCSrc = 0;
				  end
	6'b001110: begin
				  wd = {{16{1'b0}}, d[15:0]};
				  result = b + {{27{1'b0}}, read_addr};
				  PCSrc = 0;
				  end
	6'b001111: begin
				  dwrite_data = {{24{1'b0}}, c[7:0]};
				  result = b + {{27{1'b0}}, read_addr};
				  PCSrc = 0;
				  end
	6'b010000: begin
				  dwrite_data = {{16{1'b0}}, c[15:0]};
				  result = b + {{27{1'b0}}, read_addr};
				  PCSrc = 0;
				  end
	6'b010001: begin
				  dwrite_data = c;
				  result = b + {{27{1'b0}}, read_addr};
				  PCSrc = 0;
				  end
	6'b010010: begin
				  wd = d;
				  result = a + b;
				  PCSrc = 0;
				  end
	6'b010011: begin
				  wd = d;
				  PCSrc = 0;
				  if ($signed(a) < $signed(b))
				  result = 32'b1;
				  else
				  result = 32'b0;
				  end
	6'b010100: begin
				  wd = d;
				  PCSrc = 0;
				  if (a < b)
				  result = 32'b1;
				  else
				  result = 32'b0;
				  end
	6'b010101: begin
			     wd = d;
				  result = a ^ b;
				  PCSrc = 0;
				  end
	6'b010110: begin
				  wd = d;
				  result = a | b;
				  PCSrc = 0;
				  end
	6'b010111: begin
				  wd = d;
				  result = a & b;
				  PCSrc = 0;
				  end
	6'b011000: begin
				  wd = d;
				  result = a << b;
				  PCSrc = 0;
				  end
	6'b011001: begin
				  wd = d;
				  result = a >> b;
				  PCSrc = 0;
				  end
	6'b011010: begin
				  wd = d;
				  result = a >>> b;
				  PCSrc = 0;
				  end
	6'b011011: begin
				  wd = d;
				  result = a + b;
				  PCSrc = 0;
				  end 
	6'b011100: begin
				  wd = d;
				  result = a - b;
				  PCSrc = 0;
				  end
	6'b011101: begin
				  wd = d;
				  result = a << b;
				  PCSrc = 0;
				  end
	6'b011110: begin
				  wd = d;
				  PCSrc = 0;
				  if ($signed(a) < $signed(b))
				  result = 1;
				  else
				  result = 0;
				  end
	6'b011111: begin
				  wd = d;
				  PCSrc = 0;
				  if (a < b)
				  result = 1;
				  else
				  result = 0;
				  end
	6'b100000: begin
				  wd = d;
				  result = a ^ b;
				  PCSrc = 0;
				  end
	6'b100001: begin
				  wd = d;
				  result = a >> b;
				  PCSrc = 0;
				  end
	6'b100010: begin
				  wd = d;
				  result = a >>> b;
				  PCSrc = 0;
				  end
	6'b100011: begin
				  wd = d;
				  result = a | b;
				  PCSrc = 0;
				  end
	6'b100100: begin
				  wd = d;
				  result = a & b;
				  PCSrc = 0;
				  end
	default : result = 0;
	endcase
end 
assign Zero_fg = (result == 32'b0) ? 1'b1 : 1'b0;
endmodule 
module RiscvProcessor # (parameter [31:0] INITIAL_PC = 32'h00400000)
(
input clk, rst,
input [31:0] instruction,
input [31:0] dReadData,
output [31:0] PC,
output [31:0] dAddress, dWriteData,
output MemRead,
output MemWrite
);
wire Zero;
wire PcSrc, ALUSrc, RegWrite, MemtoReg;
wire [3:0] ALUCtrl;
control U1(instruction[6:0], MemRead, MemtoReg, ALUop, MemWrite, ALUSrc, RegWrite);
alucontrol U2(ALUop, {instruction[30], instruction[14:12]}, ALUCtrl);
wire [4:0] read_addr_1, read_addr_2, write_addr;
wire [31:0] read_data_1, read_data_2, write_data;
assign read_addr_1 = instruction[19:15];
assign read_addr_2 = instruction[24:20];
assign write_addr = instruction[11:7];
register_file U4(
.read_addr_1(read_addr_1),
.read_addr_2(read_addr_2),
.write_addr(write_addr),
.read_data_1(read_data_1),
.read_data_2(read_data_2),
.write_data(write_addr),
.reg_write(RegWrite),
.clk(clk),
.reset(rst)
);
reg [31:0] imm_ext;
always @(*)
begin
case(ALUop)
3'b0000:	imm_ext = {{12{instruction[31]}}, instruction[31:12]};
3'b0001:	imm_ext = {{12{instruction[31]}}, instruction[31:12]};
3'b0010:	imm_ext = {{12{instruction[31]}}, instruction[31], instruction[19:12], instruction[20], instruction[30:21]};
3'b0011:	imm_ext = {{20{instruction[31]}}, instruction[31:20]};
3'b0100:	imm_ext = {{20{instruction[31]}}, instruction[31], instruction[7], instruction[30:25], instruction[11:8]};
3'b0101:	imm_ext = {{20{instruction[31]}}, instruction[31:20]};
3'b0110:	imm_ext = {{20{instruction[31]}}, instruction[31:25], instruction[7:11]};
3'b0111:	imm_ext = {{20{instruction[31]}}, instruction[31:20]};
3'b1000:	imm_ext = 32'b0;
default: imm_ext = 32'b0;
endcase
end
wire [31:0] operand2, ALU_out;
assign operand2 = (ALUSrc == 1'b1) ? imm_ext : read_data_2;
ALU alu_unit(
.read_addr(read_addr_1),
.a(read_data_1),
.b(operand2),
.c(read_data_2),
.d(dReadData),
.ALU_Ctrl(ALUCtrl),
.result(ALU_out),
.Zero_fg(Zero),
.PCSrc(PcSrc),
.dwrite_data(dwrite_data),
.wd(wd)
);
wire [31:0] pc2, pc_b, pc_next;
reg [31:0] pc_current;
always @ (posedge clk or negedge rst)
begin
if (rst == 0)
	pc_current <= INITIAL_PC;
else
	begin
	pc_current <= pc_next;
	end
end 
assign pc2 = pc_current + 4;
assign pc_b = pc_current + {imm_ext[30:0], 1'b0};
assign pc_next = (PcSrc) ? pc2 : pc_b;
assign write_data = (MemtoReg == 1'b1) ? wd : ALU_out;
assign dAddress = ALU_out;
assign dWriteData = dwrite_data;
assign PC = pc_current;
endmodule
module control (opcode, mem_read, mem_to_reg, aluop, mem_write, alusrc, reg_write);
input [6:0] opcode;
output mem_read, mem_to_reg, mem_write, alusrc, reg_write;
output reg [3:0] aluop;
assign mem_read=(opcode[5])&(~opcode[4])&(~opcode[3])&(~opcode[2])&(opcode[1])&(opcode[0]); 
assign mem_to_reg=(opcode[5])&(~opcode[4])&(~opcode[3])&(~opcode[2])&(opcode[1])&(opcode[0]); 
assign mem_write=(opcode[5])&(~opcode[4])&(opcode[3])&(~opcode[2])&(opcode[1])&(opcode[0]); 
assign alusrc=((~opcode[5])&(~opcode[4])&(opcode[3])&(~opcode[2])&(~opcode[1])&(~opcode[0])) | ((~opcode[5])&(~opcode[4])&(opcode[3])&(opcode[2])&(~opcode[1])&(~opcode[0])) | ((opcode[5])&(~opcode[4])&(~opcode[3])&(~opcode[2])&(opcode[1])&(opcode[0])) | (((opcode[5])&(~opcode[4])&(opcode[3])&(~opcode[2])&(opcode[1])&(opcode[0])));  
assign reg_write=(~opcode[5])&(~opcode[4])&(~opcode[3])&(~opcode[2])&(~opcode[1])&(~opcode[0]) | ((~opcode[5])&(~opcode[4])&(opcode[3])&(~opcode[2])&(~opcode[1])&(~opcode[0])) | ((~opcode[5])&(~opcode[4])&(opcode[3])&(opcode[2])&(~opcode[1])&(~opcode[0])) | ((opcode[5])&(~opcode[4])&(~opcode[3])&(~opcode[2])&(opcode[1])&(opcode[0])); 
always @(opcode)
begin
case(opcode)
7'b0110111: aluop = 4'b0000;
7'b0010111: aluop = 4'b0001;
7'b1101111: aluop = 4'b0010;
7'b1100111: aluop = 4'b0011;
7'b1100011: aluop = 4'b0100;
7'b0000011: aluop = 4'b0101;
7'b0100011: aluop = 4'b0110;
7'b0010011: aluop = 4'b0111;
7'b0110011: aluop = 4'b1000;
endcase 
end
endmodule
module alucontrol (aluop, funct, out_to_alu);
input [3:0] aluop;
input [3:0] funct;
output reg [5:0] out_to_alu;
always @ (*)
begin
case(aluop)
4'b0000:	out_to_alu = 6'b000000;
4'b0001:	out_to_alu = 6'b000001;
4'b0010:	out_to_alu = 6'b000010;
4'b0011:	out_to_alu = 6'b000011;
4'b0100:	begin
			case(funct[2:0])
			3'b000:	out_to_alu = 6'b000100;
			3'b001:	out_to_alu = 6'b000101;
			3'b100:	out_to_alu = 6'b000110;
			3'b101:	out_to_alu = 6'b000111;
			3'b110:	out_to_alu = 6'b001000;
			3'b111:	out_to_alu = 6'b001001;
			endcase
			end
4'b0101:	begin
			case(funct[2:0])
			3'b000:	out_to_alu = 6'b001010;
			3'b001:	out_to_alu = 6'b001011;
			3'b010:	out_to_alu = 6'b001100;
			3'b100:	out_to_alu = 6'b001101;
			3'b101:	out_to_alu = 6'b001110;
			endcase
			end
4'b0110:	begin
			case(funct[2:0])
			3'b000:	out_to_alu = 6'b001111;
			3'b001:	out_to_alu = 6'b010000;
			3'b010:	out_to_alu = 6'b010001;
			endcase
			end
4'b0111:	begin
			case(funct)
			4'bx000: out_to_alu = 6'b010010;
			4'bx010:	out_to_alu = 6'b010011;
			4'bx011:	out_to_alu = 6'b010100;
			4'bx100:	out_to_alu = 6'b010101;
			4'bx110:	out_to_alu = 6'b010110;
			4'bx111:	out_to_alu = 6'b010111;
			4'b0001:	out_to_alu = 6'b011000;
			4'b0101:	out_to_alu = 6'b011001;
			4'b1101:	out_to_alu = 6'b011010;
			endcase
			end
4'b1000:	begin
			case(funct)
			4'b0000:	out_to_alu = 6'b011011;
			4'b1000:	out_to_alu = 6'b011100;
			4'b0001:	out_to_alu = 6'b011101;
			4'b0010:	out_to_alu = 6'b011110;
			4'b0011:	out_to_alu = 6'b011111;
			4'b0100:	out_to_alu = 6'b100000;
			4'b0101:	out_to_alu = 6'b100001;
			4'b1101:	out_to_alu = 6'b100010;
			4'b0110:	out_to_alu = 6'b100011;
			4'b0111:	out_to_alu = 6'b100100;
			endcase
			end
endcase
end
endmodule 
module register_file (read_addr_1, read_addr_2, write_addr, read_data_1, read_data_2, write_data, reg_write, clk, reset);
input [4:0] read_addr_1, read_addr_2,write_addr;
input [31:0] write_data;
input clk, reset, reg_write;
output read_data_1, read_data_2;
reg [31:0] reg_file [31:0];
integer k;
assign read_data_1 = (read_addr_1 == 0) ? 32'b0 : reg_file[read_addr_1];
assign read_data_2 = (read_addr_2 == 0) ? 32'b0 : reg_file[read_addr_2];
always @ (posedge clk or posedge reset)
begin
	if (reset == 1'b1)
		begin
		for (k = 0; k < 32; k = k + 1)
			begin
			reg_file[k] = 32'b0;
			end
		end
	else if (reg_write == 1'b1)
		reg_file[write_addr] = (write_addr == 0) ? 32'b0 : write_data;
end
endmodule 
==> ./run.sh <==
#!/bin/bash
# OpenROAD 26Q1-2900-gdf79404cd8, Yosys 0.63+post, stock flow scripts
make -C /OpenROAD-flow-scripts/flow DESIGN_CONFIG=/design/flow/config.mk WORK_HOME=/design/flow/orfs finish
==> ./config.mk <==
export PLATFORM = sky130hd
export DESIGN_NAME = RiscvProcessor
export DESIGN_NICKNAME = RiscvProcessor
export VERILOG_FILES = /design/flow/design.v
export SDC_FILE = /design/flow/constraint.sdc
export NUM_CORES = 4
export LEC_CHECK = 1
export CORE_UTILIZATION = 40
==> ./constraint.sdc <==
current_design RiscvProcessor

set clk_period 7.8
set clk_io_pct 0.2

create_clock -name clk0 -period $clk_period [get_ports {clk}]

set non_clock_inputs [all_inputs -no_clocks]
set_input_delay [expr $clk_period * $clk_io_pct] -clock clk0 $non_clock_inputs
set_output_delay [expr $clk_period * $clk_io_pct] -clock clk0 [all_outputs]
==> flow report <==
STATUS
--------------------------------------------------------------------------------------
Outcome                                                                   finished clean

FINAL LAYOUT
--------------------------------------------------------------------------------------
Layout Utilization                                                               50.7%
Layout cells sized above 1                                                       5.17%
P&R area growth vs syn                                                           21.6%
Post-route design area                                                    0.00650 mm^2

SYNTH
--------------------------------------------------------------------------------------
Chip area from the yosys synthesis statistics                             0.00534 mm^2
Synthesized netlist cell count                                                     633
Fraction of registers with async set/reset                                       98.4%
Top cells by area in the synthesized netlist                              sky130_fd_sc_hd__dfrtp_1, sky130_fd_sc_hd__ha_1, sky130_fd_sc_hd__buf_4
Synth top cells by count                                                  sky130_fd_sc_hd__nand2_1, sky130_fd_sc_hd__dfrtp_1, sky130_fd_sc_hd__buf_4, sky130_fd_sc_hd__o21ai_0, sky130_fd_sc_hd__a21oi_1
Most repeated cell in the gate-level netlist after synthesis              sky130_fd_sc_hd__nand2_1
Synth Area per Inst                                                          8.44 um^2
Warning count from the yosys run                                                    19
Top_reg_cell synth                                                        sky130_fd_sc_hd__dfrtp_1
Number of distinct standard cells referenced by the synthesized netlist             62
Cell area after technology mapping                                        0.00534 mm^2
EDFF count, synth                                                                    0
Post-synth top area share                                                        28.6%
Post-synthesis cell count from yosys                                               633
Synth area leader                                                         sky130_fd_sc_hd__dfrtp_1
Ys flops                                                                            63

FLOORPLANNING
--------------------------------------------------------------------------------------
Area of the placeable core                                                 0.0128 mm^2
Area enclosed by the die boundary                                          0.0138 mm^2
Die Height                                                                      118 um
Die X-Extent                                                                    118 um
Boundary Pins                                                                      164
Site row count                                                                      41
Starting density of the core                                                     41.7%

DRT
--------------------------------------------------------------------------------------
Antenna cells                                                                        0
Total wirelength of the detailed-routed design                                 13.5 mm
Iteration tally of the first detailed-router pass                                    5
Detail-routed net length per standard cell                                     15.3 um
Detailed-route DRC error count                                                       0
Count of antenna-violating nets left after detailed routing                          0
Drt first-iter violations                                                          242
Via density per instance                                                          5.31
Detailed-route via count                                                          4716

POWER
--------------------------------------------------------------------------------------
Worst ir drop on vdd                                                          0.156 mV
Pwr/cell area                                                              326 mW/mm^2
Leakage power                                                                  2.89 nW

TIMING
--------------------------------------------------------------------------------------
Final period util                                                                73.5%
Worst hold slack after final layout                                             449 ps
Number of unconstrained endpoints                                                    1
FMAX                                                                         0.174 GHz
Setup repair after global routing missed its margin                                 no
Slew Viols, Final                                                                    0
Setup Total Neg Slack                                                             0 ps
Final hold viol count                                                                0
Clock period minus worst slack                                                 5740 ps
Transition time of the tightest slew-check pin                                  785 ps
Max transition margin                                                            47.5%
Final setup violation count                                                          0
Post-route clock skew                                                          6.24 ps
Number of register pins that no clock reaches                                        1

CTS
--------------------------------------------------------------------------------------
Number of buffers created by CTS                                                     9
Clock latency on the worst-skew pair                                            340 ps
Root buf cell                                                             sky130_fd_sc_hd__clkbuf_16
Post-CTS resize count                                                                0
Maximum clock path buffer count                                                      2
Cts-stage hold buffer count                                                          0
Clock tree from TritonCTS                                                        built
Clock slew seen by the registers of the worst setup and hold paths               50 ps
Post-CTS Setup Bufs                                                                  0
Number of H-tree levels                                                              3

FLOW RUN
--------------------------------------------------------------------------------------
Log Warnings                                                                        57
Max-capacitance violation count                                                      0

GLOBAL ROUTING
--------------------------------------------------------------------------------------
Total congestion overflow after global routing                                       0
Number of antenna violations at the first check in global routing                    0
All-layer global routing usage                                                   19.9%
Maximum number of pins on one net before global-route repair                        59
Vias in the first global route                                                    4260
Global-route wire length before repair                                         21.9 mm

SETUP PATH
--------------------------------------------------------------------------------------
R2r setup slk                                                                  4840 ps
Worst R2R End                                                             pc_current[25]$_DFF_PN0_
Nature of the critical path startpoint                                    primary input
Reg-to-Reg Start                                                          pc_current[1]$_DFFE_PN0N_
Maximum net fanout on the critical path                                             18
Number of cells on the worst reg-to-reg path                                        10
Arrival time of the worst setup path                                           4180 ps
CP Class                                                                  primary input to output port
First element of the critical path                                        instruction[21]
End point of the critical path                                            dAddress[12]
Crit path DRT                                                                  6240 ps
Critical path endpoint category                                            output port

PLACE
--------------------------------------------------------------------------------------
Weighted congestion at the end of routability-driven global placement            0.908
Standard cell area after detailed placement                               0.00620 mm^2
Input/output buffers                                                                86
HPWL reported at the end of detailed placement                                 9.92 mm

HOLD PATH
--------------------------------------------------------------------------------------
Type of the most critical hold path                                       flop to flop

## metrics by stage
step / cells / worst slack [ps] / power, W
final: 888 / 2060 / 0.00212
after global routing: 888 / 1920 / 0.00230
after CTS: 888 / 2090 / 0.00213
after detailed placement: 872 / 2110 / 0.00170
after global placement: 872 / 2090 / 0.00169
after floorplan: 677 / 3420 / 0.00133
## cells in the final DEF (no fill, tap or decap), types with 6 or more instances in the layout
master                            count
sky130_fd_sc_hd__nand4_1              8
sky130_fd_sc_hd__nor2_1              25
sky130_fd_sc_hd__dfrtp_1             61
sky130_fd_sc_hd__nor2b_1              9
sky130_fd_sc_hd__and2_1              28
sky130_fd_sc_hd__xnor2_1             30
sky130_fd_sc_hd__o21a_1               6
sky130_fd_sc_hd__clkdlybuf4s50_1     86
sky130_fd_sc_hd__and3_1              15
sky130_fd_sc_hd__a21boi_0             9
sky130_fd_sc_hd__and4_1               7
sky130_fd_sc_hd__nand3b_1             6
sky130_fd_sc_hd__xor2_1              13
sky130_fd_sc_hd__nor3_1               9
sky130_fd_sc_hd__o31ai_1              6
sky130_fd_sc_hd__a21oi_1             34
sky130_fd_sc_hd__o21bai_1            12
sky130_fd_sc_hd__conb_1              45
sky130_fd_sc_hd__clkbuf_16            9
sky130_fd_sc_hd__o21ai_0             41
sky130_fd_sc_hd__mux2i_1              7
sky130_fd_sc_hd__nand3_1             18
sky130_fd_sc_hd__ha_1                31
sky130_fd_sc_hd__inv_1               19
sky130_fd_sc_hd__nand2_1             69
sky130_fd_sc_hd__a21o_1              24
## layout make-up
class,instances,area (um^2)
Fill cell,1197,6330
Multi-Input combinational cell,528,3450
Sequential cell,63,1570
Timing Repair Buffer,90,891
Clock buffer,11,243
Tap cell,172,215
Inverter,19,71.3
Clock inverter,5,58.8
## power breakdown
| part | switching [W] | internal (W) |
|---|---|---|
| Sequential | 0.000129 | 0.000426 |
| Combinational | 0.000563 | 0.000594 |
| Clock | 0.000154 | 0.000256 |
| Total | 0.000846 | 0.00128 |
## sequential cells by signal, indices dropped and copies added, names as in the netlist
name	flops
U1.aluop	1
pc_current	31
U4.reg_file	31
## critical path, cell delays in order
cell and delay [ps]:
sky130_fd_sc_hd__clkdlybuf4s50_1 980, sky130_fd_sc_hd__mux4_2 580, sky130_fd_sc_hd__a211oi_1 260, sky130_fd_sc_hd__a21oi_1 70, sky130_fd_sc_hd__nor3_1 180, sky130_fd_sc_hd__o31ai_1 110
sky130_fd_sc_hd__clkdlybuf4s50_1 430
## logic make-up after synthesis
family | Yosys count | share of synthesized area (%)
xor+xnor | 43 | 7.05
latches | 1 | 0.281
fa+ha+maj | 32 | 7.63
flops | 62 | 29.1
simple gates | 217 | 21.1
mux | 11 | 2.37
compound gates | 180 | 23.1
buf+inv | 86 | 9.25
other cells | 1 | 0.0702
## layer usage
layer / up-vias / GRT usage, % / routed length, um / part of all wire, %
met5: - / 0 / 0 / 0
met4: 0 / 2.16 / 158 / 1.2
met3: 9 / 3.66 / 578 / 4.3
met2: 103 / 31.3 / 6300 / 47
met1: 2249 / 30.1 / 6510 / 48
li1: 2355 / - / - / -
## how the worst min path moves through the flow
stage,startpoint,endpoint,cells after the start
4_1_cts,U4.reg_file[1][0]$_DFFE_PP0P_,U4.reg_file[1][0]$_DFFE_PP0P_,1
6_report,U4.reg_file[1][0]$_DFFE_PP0P_,U4.reg_file[1][0]$_DFFE_PP0P_,1
5_1_grt,U4.reg_file[13][0]$_DFFE_PP0P_,U4.reg_file[13][0]$_DFFE_PP0P_,1
Power and IR drop assume default switching activity.
